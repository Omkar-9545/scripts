<file path="/design/flow/design.v">
module notch_filter_q15 (
    input logic clk,
    input logic reset,
    input logic signed [15:0] x_in,      
    output logic signed [15:0] y_out,    
    input logic signed [15:0] b0,
    input logic signed [15:0] b1,
    input logic signed [15:0] b2,
    input logic signed [15:0] a1,
    input logic signed [15:0] a2
);
    logic signed [31:0] w1, w2;
    logic signed [31:0] w0;
    logic signed [31:0] fb, ff;
    always_ff @(posedge clk or posedge reset) begin
        if (reset) begin
            w1 <= 0;
            w2 <= 0;
            y_out <= 0;
        end else begin
            fb = x_in <<< 15;  
            fb = fb - ((a1 * w1) >>> 15);
            fb = fb - ((a2 * w2) >>> 15);
            w0 = fb;
            ff = (b0 * w0) >>> 15;
            ff = ff + ((b1 * w1) >>> 15);
            ff = ff + ((b2 * w2) >>> 15);
            w2 <= w1;
            w1 <= w0;
            y_out <= ff[30:15];   
        end
    end
endmodule
</file>
<file path="/design/flow/run.sh">
#!/bin/bash
# OpenROAD 26Q1-2900-gdf79404cd8, Yosys 0.63+post, stock flow scripts
make -C /OpenROAD-flow-scripts/flow DESIGN_CONFIG=/design/flow/config.mk WORK_HOME=/design/flow/orfs finish
</file>
<file path="/design/flow/config.mk">
export PLATFORM = sky130hd
export DESIGN_NAME = notch_filter_q15
export DESIGN_NICKNAME = notch_filter_q15
export VERILOG_FILES = /design/flow/design.v
export SDC_FILE = /design/flow/constraint.sdc
export NUM_CORES = 4
export LEC_CHECK = 1
export CORE_UTILIZATION = 40
</file>
<file path="/design/flow/constraint.sdc">
current_design notch_filter_q15

set clk_period 21.4
set clk_io_pct 0.2

create_clock -name clk0 -period $clk_period [get_ports {clk}]

set non_clock_inputs [all_inputs -no_clocks]
set_input_delay [expr $clk_period * $clk_io_pct] -clock clk0 $non_clock_inputs
set_output_delay [expr $clk_period * $clk_io_pct] -clock clk0 [all_outputs]
</file>
==> reports/results.tsv <==
metric	value	unit
cts_hold_buf	0	
vias	43400	
stdcell_count	9025	
startpoint_type	input port	
postSynthCellCount	7027	
clock_skew	10.87	ps
worst_setup_path_end_kind	flip-flop	
place.gp.congestion	0.9466	
cts_buffer_count	9	
reg2reg_setup_slack	4720	ps
number_of_global_route_vias_before_repair	47130	
yosys_register_bits	68	
final_cell_mix	1879 x inv_1, 1547 x fa_1, 1225 x nand2_1	
synth_stat.cells	7027	
total_standard_cell_area_after_synthesis	61610	um2
cts.htree.levels	3	
num-fill-cells	14750	
remaining_drc_errors	0	
min_path_type	reg -> reg	
number_of_sinks_handled_by_clock_tree_synthesis	68	
fp_util	40.42	%
ios	114	
ys.flop_type	dfrtp_1	
netlist_top_cells_area	fa_1 50%, inv_1 11%, ha_1 10%	
fin_area	65760	um2
hold_violation_count_in_the_final_report	0	
period_needed	20480	ps
grt_start_max_net_pins	42	
drv_cap	0	
route.detailed.vias_per_inst	4.809	
cts_tree	built	
grt_pass1_wl	261.7	mm
finalCritPeriodShare	95.68	%
drt_pass1_iterations	5	
route.antenna.remaining_nets	0	
synthToLayoutAreaGrowth	6.742	%
fp-row-count	143	
status	finished clean	
grt-ovfl-total	0	
die_w	394.5	um
placement.cell_area	65400	um2
critical-path-top-delay-family	adder cells	
critPathSlowestCell	clkdlybuf4s50_1	
critical_path.most_common_cell	fa_1	
yosys_warnings	1	
max_fo_critical_path	19	
placed_cells_incl_taps	9006	
rsz_0062_raised_after_global_routing	no	
combined_buffer_and_inverter_count_along_the_critical_path	9	
synth-seq-area-share	2.762	%
detailedRoute.firstIterationViolations	1651	
setup_viol_count_final	0	
max-clock-path-buffers	2	
top_area_share	50.30	%
die_area	155600	um2
fmax	0.04884	GHz
postSynth.asyncResetShare	100.0	%
clk_pin_slew_worst_paths	60	ps
critPathRequiredTime	21670	ps
buffer_ports.inserted	113	
finalSetupTns	0	ps
number_of_warnings_the_tools_reported	25	
postSynthAreaPerCell	8.768	um2
count_of_flip_flops_with_a_built_in_enable_after_synthesis	0	
clock-root-buffer	clkbuf_16	
post_route_cells_drive_above_1_share	3.389	%
drt-total-wl	159.6	mm
count_of_pins_over_their_slew_limit	0	
post-dp-hpwl	123.4	mm
dieHeight	394.5	um
track_usage	23.01	%
worstMarginPinSlew	926.4	ps
yosys.stat.chipArea	61610	um2
netlist-cell-type-count	67	
timing.critical_path.slowest_cell_delay	620	ps
headroom_to_the_max_slew_limit	38.05	%
fp.coreArea	152400	um2
layout_top_cell_excl_fill_tap	inv_1	
insertion_delay	360	ps
setup.worst_path.class	in -> reg	
synthDominantAreaCellType	fa_1	
grt_antenna_before_repair	5	
routedWlPerCell	17.68	um
crit_arrival	20740	ps
-- worst paths after layout --
kind	to	startpoint	cells past startpoint
worst min register to register	w2[27]	w1[27]	1
min in group asynchronous	w1[28]	reset	2
worst max-delay path	y_out[2]	a1[4]	60
worst max register to register	y_out[2]	w2[7]	66
worst min-delay path	w2[27]	w1[27]	1
max in group asynchronous	w2[4]	reset	3
-- metal layers --
metal  vias to the layer above  part of all wire, %  global-route usage [%]  wire (um)
met5                         -                0.024                       0         39
met4                         6                  1.6                   2.955       2608
met1                     21980                   40                   31.47      63550
met3                       143                   11                   9.951      16920
li1                      19780                    -                       -          -
met2                      1499                   48                   36.29      76480
-- per-stage QoR --
step	hold slack [ps]	util [%]	setup slack (ps)
finish	668.5	43.14	924.2
detailed placement	666.2	42.90	188.2
CTS	668.2	43.09	576.4
floorplan	351.9	-	818.5
global placement	664.2	42.90	300.3
global route	686.3	43.14	4.855
-- cell usage after synthesis (17+ instances only) --
master,number
nor2b_1,19
nor2_1,84
o21ai_0,38
a21o_1,58
nand3_1,17
a21oi_1,81
dfrtp_1,68
nand2b_1,69
xnor2_1,178
clkbuf_1,343
fa_1,1548
xor2_1,73
ha_1,505
nor3_1,21
inv_1,1880
and2_1,659
nand2_1,1225
-- area by class of cell --
| type | instances | area (um2) | area share (%) |
|---|---|---|---|
| antenna | 1 | 2.502 | 0.003805 |
| sequential | 68 | 1702 | 2.587 |
| inverter | 1880 | 7057 | 10.73 |
| tap | 2030 | 2540 | 3.862 |
| clock inverter | 6 | 66.31 | 0.1008 |
| clock buffer | 9 | 225.2 | 0.3425 |
| multi-input combinational | 4717 | 51490 | 78.29 |
| timing repair buffer | 314 | 2684 | 4.081 |
-- timing repair --
item | CTS | global route
endpoints found under the setup margin | 0 | 4
buffers inserted | 0 | 3
gates resized | 0 | 11
-- kinds of logic (layout without fill, tap and decap cells) --
| group | after synthesis | after routing | synth area share [%] |
|---|---|---|---|
| flip-flops | 68 | 68 | 2.762 |
| buffers and inverters | 2242 | 2209 | 13.73 |
| AND-OR/OR-AND | 271 | 271 | 2.878 |
| XOR/XNOR | 255 | 255 | 3.725 |
| AND/OR/NAND/NOR | 2137 | 2137 | 16.33 |
| adder cells (fa/ha/maj) | 2053 | 2053 | 60.56 |
| other | 0 | 1 | 0 |
| multiplexers | 1 | 1 | 0.01625 |
-- registers in the layout, summed over array words and instances (netlist names) --
name and count:
w2 32, w1 32, y_out 4
