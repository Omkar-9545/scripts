==> /design/flow/design.v <==
module awgn_q15_pipelined (
    input clk,
    input rst,
    input signed [15:0] sigma_q15,          
    output reg signed [15:0] noise_q15      
);
    wire signed [15:0] gaussian_q15;
    reg signed [31:0] product_q30;
    reg signed [15:0] gaussian_stage;
    reg signed [15:0] sigma_stage;
    gaussian_clt_pipelined gen (
        .clk(clk),
        .rst(rst),
        .centered_q15(gaussian_q15)
    );
    always @(posedge clk or posedge rst) begin
        if (rst) begin
            gaussian_stage <= 0;
            sigma_stage <= 0;
        end else begin
            gaussian_stage <= gaussian_q15;
            sigma_stage <= sigma_q15;
        end
    end
    always @(posedge clk or posedge rst) begin
        if (rst)
            product_q30 <= 0;
        else
            product_q30 <= gaussian_stage * sigma_stage;
    end
    always @(posedge clk or posedge rst) begin
        if (rst)
            noise_q15 <= 0;
        else
            noise_q15 <= product_q30[30:15];  
    end
endmodule
module gaussian_clt_pipelined (
    input clk,
    input rst,
    output reg signed [15:0] centered_q15   
);
    reg [7:0] buffer[0:11];
    wire [7:0] rand_out;
    reg [15:0] sum;
    integer i;
    lfsr_8bit_pipelined lfsr(.clk(clk), .rst(rst), .out(rand_out));
    always @(posedge clk or posedge rst) begin
        if (rst) begin
            for (i = 0; i < 12; i = i + 1) buffer[i] <= 0;
            sum <= 0;
            centered_q15 <= 0;
        end else begin
            for (i = 11; i > 0; i = i - 1)
                buffer[i] <= buffer[i - 1];
            buffer[0] <= rand_out;
            sum = 0;
            for (i = 0; i < 12; i = i + 1)
                sum = sum + buffer[i];
            centered_q15 <= ($signed({1'b0, sum}) - 16'sd1536) <<< 4;
        end
    end
endmodule
module lfsr_8bit_pipelined (
    input clk,
    input rst,
    output reg [7:0] out
);
    always @(posedge clk or posedge rst) begin
        if (rst)
            out <= 8'hA5;
        else
            out <= {out[6:0], out[7] ^ out[5] ^ out[4] ^ out[3]};
    end
endmodule
==> /design/flow/run.sh <==
#!/bin/bash
# OpenROAD 26Q1-2900-gdf79404cd8, Yosys 0.63+post, stock flow scripts
make -C /OpenROAD-flow-scripts/flow DESIGN_CONFIG=/design/flow/config.mk WORK_HOME=/design/flow/orfs finish
==> /design/flow/config.mk <==
export PLATFORM = sky130hd
export DESIGN_NAME = awgn_q15_pipelined
export DESIGN_NICKNAME = awgn_q15_pipelined
export VERILOG_FILES = /design/flow/design.v
export SDC_FILE = /design/flow/constraint.sdc
export NUM_CORES = 4
export LEC_CHECK = 1
export CORE_UTILIZATION = 40
==> /design/flow/constraint.sdc <==
current_design awgn_q15_pipelined

set clk_period 9.1
set clk_io_pct 0.2

create_clock -name clk0 -period $clk_period [get_ports {clk}]

set non_clock_inputs [all_inputs -no_clocks]
set_input_delay [expr $clk_period * $clk_io_pct] -clock clk0 $non_clock_inputs
set_output_delay [expr $clk_period * $clk_io_pct] -clock clk0 [all_outputs]
==> CHANGELOG.md <==
## Implementation

- Switching share of power: 28.13%
- FF+latch count, synth: 128
- Fin crit share: 63.22%
- Final HPWL DP: 17470 um
- Worst Hold Class: flip-flop to flip-flop
- Skew final: 15.58 ps
- Root Driver: clkbuf_16
- Yosys cell types: 38
- Cell Pwr Density: 114.6 nW/um2
- Comb pwr share: 15.4%
- Switch Pwr: 435.1 uW
- Cell count after placement: 1509
- CP Data Required Time: 9430 ps
- Synth warn: 4
- Die Area: 31200 um2
- Post-synthesis cell area: 12200 um2
- Cell Int Power: 1111 uW
- Max-cap violations: 0
- Measured slew at the worst slew-check pin: 698.7 ps
- Via density: 4.593
- Site row count: 63
- Number of enable flip-flop cells: 0
- Status: finished clean
- Area Growth Syn to Fin: 10.66%
- I/O pin count: 34
- Final setup viols: 0
- Flop pwr share: 41.9%
- Max VDD drop: 0.09072 mV
- Vias in the first global route: 8189
- Filler cell count: 2719
- Final Hold Vio Count: 0
- Core Density at Floorplan: 40.94%
- Type of origin of the critical path: flip-flop
- Pin count of the biggest net entering global routing: 77
- Dominant flop cell: dfrtp_1
- Syn_area_per_cell: 10.96 um2
- Crit path time final: 5753 ps
- Layout cell share with drive strength beyond 1: 3.736%
- WS Path Type: flip-flop to flip-flop
- Num CTS Buffers: 17
- CTS tree: yes
- Antenna violations before repair: 0
- Via count: 7078
- Relative slew slack: 53.42%
- Cells after synthesis: 1113
- CTS clock-pin slew for the worst setup and hold paths: 70 ps
- Max Slew Vio Count: 0
- Setup TNS: 0 ps
- WP data arrival: 6080 ps
- Post-synth seq share: 26.30%
- ANT cells: 0
- Pre-Repair DR Iteration Count: 4
- Most area-hungry cell type in the Yosys netlist: fa_1
- CP max FO: 13
- Synthesis area per yosys: 12200 um2
- Cts hold-fix bufs: 0
- Latency at later pin: 420 ps
- Non-Filler Instances: 1541
- Max-area cell share: 39.88%
- Main area contributors: fa_1, dfrtp_1, inv_1
- Leak: 0.006745 uW
- Post-route ant nets: 0
- Drt initial violations: 288
- Layout Utilization: 45.31%
- H-tree depth: 4
- Drt total wl: 21730 um
- All-Layer GR Usage: 17.24%
- Post-CTS Resized: 0
- Port bufs: 33
- Tool warning count: 25
- Die Wd: 176.6 um
- DRC viols: 0
- Post-DR wirelength/cell: 14.10 um
- Post-CTS Setup Repair Bufs: 0
- RD Place Congestion: 0.8892
- Core area: 29800 um2
- Max Fclk: 173.8 MHz
- Crit. End Element: flip-flop
- RSZ-0062 raised after global routing: no
- Clock Sinks: 128
- Congestion Overflow GR: 0
- Async set-reset flop share out of synthesis: 100.0%
- Clock buffer depth: 2
- First-pass GRT wire length: 39560 um
- Die span in y: 176.6 um
- Clock network power share: 42.7%
- Ys cells: 1113
[layout by cell type (no fill, tap or decap), types with 2 or more instances in the layout]
master	netlist	routed
o21ai_1	3	3
clkdlybuf4s50_1	0	33
dfstp_2	4	4
dfrtp_1	124	124
inv_1	298	297
o21ai_0	8	8
fa_1	243	243
a21oi_1	23	23
nor2_1	12	12
xor2_1	11	11
and3_1	2	2
inv_8	0	4
a21o_1	10	10
clkinv_4	0	2
o31a_1	2	2
xnor2_1	28	28
nand2_1	132	132
nand3_1	3	3
ha_1	80	80
and2_1	53	53
clkbuf_16	0	17
nand2b_1	7	7
o21bai_1	2	2
o311ai_4	2	2
nor3_1	6	6
inv_6	0	6
nor2b_1	16	16
o21a_1	2	2
[worst max-delay path, stage by stage (launching register included)]
cell,delay [ps]
dfrtp_1,660
nand2_1,200
inv_1,170
fa_1,450
ha_1,590
inv_1,110
fa_1,470
fa_1,450
fa_1,520
inv_1,50
ha_1,360
a2111o_1,450
o22ai_2,170
o211ai_4,170
o311ai_4,270
or4b_1,460
o311ai_1,90
[layout make-up]
type | count | area (um2) | area share (%)
multi-input cells | 659 | 7767 | 57.54
flip-flops and latches | 128 | 3208 | 23.76
inverters | 298 | 1124 | 8.323
well taps | 390 | 488.0 | 3.615
clock buffers | 18 | 439.2 | 3.253
repair buffers | 34 | 337.8 | 2.503
clock inverters | 14 | 135.1 | 1.001
[sequential cells by signal (all words and copies together), names as in the netlist]
register	flops
sigma_stage	16
product_q30	16
gaussian_stage	12
gen.buffer	52
gen.lfsr.out	4
noise_q15	16
gen.centered_q15	12
[synth_stat cells (2+ instances only)]
library cell and instances:
o31a_1 2, o21bai_1 2, clkbuf_1 28, o21ai_1 3, nor3_1 6, o21ai_0 8
xnor2_1 28, and2_1 53, o21a_1 2, nor2b_1 16, dfstp_2 4, inv_1 298
a21o_1 10, fa_1 243, nand2_1 132, ha_1 80, nand2b_1 7, a21oi_1 23
dfrtp_1 124, o311ai_4 2, nand3_1 3, and3_1 2, xor2_1 11, nor2_1 12
[metrics by stage]
step	worst slack (ps)	hold WS, ps	area (um2)	power (uW)
floorplan	3874	331.2	12200	793.2
global placement	3306	333.1	12920	904.9
detailed placement	3346	334.7	12920	901.8
CTS	3328	343.9	13500	1573
global route	2972	355.3	13500	1635
finish	3347	341.6	13500	1547
[power by group through the flow]
stage	Combinational (uW)	Clock, uW	Sequential (uW)
global route	278	703	655
finish	238	660	648
CTS	246	678	650
[logic make-up (layout without fill, tap and decap cells)]
| logic type | after synthesis | in the layout | share of synthesized area, % |
|---|---|---|---|
| AOI/OAI and AO/OA | 61 | 61 | 3.651 |
| xor gates and xnor gates | 39 | 39 | 2.800 |
| and+or+nand+nor | 236 | 236 | 9.139 |
| buffers and inverters | 326 | 364 | 10.03 |
| adders and majority gates | 323 | 323 | 48.08 |
| DFF | 128 | 128 | 26.30 |
[per-layer routing]
layer	vias up	GRT usage (%)	part of all wire [%]
met5	-	0	0
met4	0	3.772	2.8
met3	34	4.643	5.1
met2	152	27.78	50
met1	3621	24.82	42
li1	3271	-	-
[path summary, 6_finish.rpt]
check                                start  slack [ps]  depth (start not counted)                  to
setup reg to reg           sigma_stage[15]        3350                         16     product_q30[29]
hold reg to reg            product_q30[21]         340                          0        noise_q15[6]
min in group asynchronous              rst        1890                          2     sigma_stage[15]
setup / recovery           sigma_stage[15]        3350                         16     product_q30[29]
max in group asynchronous              rst        6040                          3  gaussian_stage[10]
hold / removal             product_q30[21]         340                          0        noise_q15[6]
Power figures rest on the tool's default switching activity, not on a simulated workload.
